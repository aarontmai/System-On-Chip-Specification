==> flow/design.v <==
`timescale 1ns / 1ps
module transmitEngine(clk, rst, eight, pen, ohel, load, out_port, k,TxRdy, Tx); 
input clk, rst, eight, pen, ohel, load;
input [7:0] out_port;
input [18:0] k;
output reg TxRdy, Tx;
wire ep, op, btu, done;
reg doit, load_d1, bit10, bit9;
reg [7:0] ldata;
reg [3:0] bit_count, bit_counter;
reg [10:0] shift_out;
reg [18:0] bit_time_count, bit_time_counter;
always @(posedge clk, posedge rst)
    begin
        if(rst)
            TxRdy <= 1; else  
        if(done==1 && load==1)
            TxRdy <= TxRdy; else
        if(done)
            TxRdy <= 1; else   
        if(load)
            TxRdy <= 0;
        else
            TxRdy <= TxRdy;
     end
always @(posedge clk, posedge rst)
    begin
        if(rst)
            doit <= 0; else
        if(done==1 && load_d1==1) 
            doit <= doit; else
        if(done)
            doit <= 0; else
        if(load_d1)
            doit <= 1;
        else   
            doit <= doit;
     end     
 always @(posedge clk, posedge rst)   
    begin
        if(rst)
            ldata <= 0;
        else
            ldata <= out_port;
    end
assign btu = (bit_time_count == k);
always @(posedge clk, posedge rst)
    begin
        if(rst)
            bit_time_count <= 0;
        else
            bit_time_count <= bit_time_counter;
     end    
 always @(*)
    begin  
        case ({doit,btu}) 
            0: bit_time_counter = 0;
            1: bit_time_counter = 0;
            2: bit_time_counter = bit_time_count + 1;
            3: bit_time_counter = 0;
        endcase
     end
 assign done = (bit_count == 11);
 always @(posedge clk, posedge rst)
    begin
        if(rst)
            bit_count <= 0;
        else
            bit_count <= bit_counter;
     end
  always @(*)
    begin
        case ({doit,btu})
            0: bit_counter = 0;
            1: bit_counter = 0;
            2: bit_counter = bit_count;
            3: bit_counter = bit_count + 1;
         endcase
     end  
 assign ep = eight ? (^ldata) : ^(ldata[6:0]);
 assign op = eight ? !(^ldata): !(^(ldata[6:0]));
 always @*
    begin
        case ({eight,pen,ohel})
            0: {bit10,bit9} = {1'b1, 1'b1};
            1: {bit10,bit9} = {1'b1, 1'b1};
            2: {bit10,bit9} = {1'b1, ep};
            3: {bit10,bit9} = {1'b1, op};
            4: {bit10,bit9} = {1'b1, ldata[7]};
            5: {bit10,bit9} = {1'b1, ldata[7]};
            6: {bit10,bit9} = {ep, ldata[7]};
            7: {bit10,bit9} = {op, ldata[7]};
            default: {bit10,bit9} = {1'b1,1'b1};
        endcase
     end
always @(posedge clk, posedge rst) 
    begin
        if(rst)
            load_d1 <= 0;
        else
            load_d1 <= load;   
    end
always @(posedge clk, posedge rst)    
    begin
        if(rst)
            shift_out <= 11'b11111111111; else
        if(load_d1)
            shift_out <= {bit10, bit9, ldata[6:0], 1'b0, 1'b1}; else  
        if(btu)
            shift_out <= {1'b1, shift_out[10:1]};
        else 
            shift_out <= shift_out;
        end             
 always @(*)begin
    Tx = shift_out[0];
 end
endmodule
==> flow/run.sh <==
#!/bin/bash
# OpenROAD 26Q1-2900-gdf79404cd8, Yosys 0.63+post, stock flow scripts
make -C /OpenROAD-flow-scripts/flow DESIGN_CONFIG=/design/flow/config.mk WORK_HOME=/design/flow/orfs finish
==> flow/config.mk <==
export PLATFORM = sky130hd
export DESIGN_NAME = transmitEngine
export DESIGN_NICKNAME = transmitEngine
export VERILOG_FILES = /design/flow/design.v
export SDC_FILE = /design/flow/constraint.sdc
export NUM_CORES = 4
export LEC_CHECK = 1
export CORE_UTILIZATION = 30
==> flow/constraint.sdc <==
current_design transmitEngine

set clk_period 4.7
set clk_io_pct 0.2

create_clock -name clk0 -period $clk_period [get_ports {clk}]

set non_clock_inputs [all_inputs -no_clocks]
set_input_delay [expr $clk_period * $clk_io_pct] -clock clk0 $non_clock_inputs
set_output_delay [expr $clk_period * $clk_io_pct] -clock clk0 [all_outputs]
==> results.sh <==
# yosys + openroad results
export IMPL_layout_min_cycle_time_ns=3.12
export IMPL_avgSynthCellArea_um2=10.3
export IMPL_power_frac_clock_pct=30.2
export IMPL_io_buffers=34
export IMPL_fin_area_mm2=0.00280
export IMPL_slowest_delay_ns=0.79
export IMPL_flop_cell="dfrtp_1"
export IMPL_hold_depth=2
export IMPL_p_sw_w=0.000270
export IMPL_clock_latency_ns=0.30
export IMPL_hold_ws_ns=0.484
export IMPL_hold_violations=0
export IMPL_path_buffers=1
export IMPL_ys_async_sr_fraction_pct=100
export IMPL_cap_violations=0
export IMPL_synth_cell_type_count=33
export IMPL_clock_root_buffer="clkbuf_8"
export IMPL_cp_top_family="simple AND/OR/NAND/NOR gates"
export IMPL_fp_util_pct=31.0
export IMPL_grt_overflow_total=0
export IMPL_p_leak_nw=1.12
export IMPL_yosys_warnings=1
export IMPL_fin_skew_ns=0.0107
export IMPL_grt_usage_pct=12.2
export IMPL_rsz0062_at_grt="no"
export IMPL_n_antenna_cell=0
export IMPL_dieArea_mm2=0.00784
export IMPL_worstSetupStartpointType="input port"
export IMPL_dpl_cell_area_mm2=0.00269
export IMPL_maxSlewViolCount=0
export IMPL_clockBufferDepth=2
export IMPL_netlist_instances=218
export IMPL_mostFrequentLayoutCell="clkdlybuf4s50_1"
export IMPL_numSynthFlops=45
export IMPL_hold_class="reg -> reg"
export IMPL_finalCritPeriodShare_pct=66.5
export IMPL_drive_above_1_share_pct=10.6
export IMPL_worst_r2r_endpoint="bit_time_count[7]"
export IMPL_area_growth_syn_to_layout_pct=24.7
export IMPL_cts_hold_buf=0
export IMPL_enable_flop_cells=0
export IMPL_worstPathCellList="clkdlybuf4s50_1, xor2_1, nor4_2, nand4_2, o21ai_2, nor2_1"
export IMPL_num_io_pins=35
export IMPL_grt_pass1_vias=1564
export IMPL_syn_area_mm2=0.00225
export IMPL_vias=1640
export IMPL_crit_type="in -> reg"
export IMPL_grt_pass1_wl_mm=7.30
export IMPL_switching_share_pct=28.2
export IMPL_r2r_worst_path_cells=5
export IMPL_hpwlAfterDp_mm=3.04
export IMPL_cts_setup_buffers=0
export IMPL_ys_seq_share_pct=50.8
export IMPL_hold_end="shift_out[1]"
export IMPL_slowest_stage="o21ai_2"
export IMPL_post_drt_via_cell_ratio=4.65
export IMPL_synth_cells_yosys=218
export IMPL_wl_mm=4.31
export IMPL_ir_drop_mv=0.167
export IMPL_avgRoutedWirePerCell_um=12.2
export IMPL_h_tree_depth=2
export IMPL_antenna_found_initial=0
export IMPL_core_area_mm2=0.00725
export IMPL_worstHoldStart="shift_out[2]"
export IMPL_warnings=25
export IMPL_finalSetupViolations=0
export IMPL_power_frac_comb_pct=19.4
export IMPL_fin_setup_tns_ns=0
export IMPL_fin_cells=353
export IMPL_die_w_um=88.6
export IMPL_place_inst=345
export IMPL_max_freq_mhz=320
export IMPL_numCtsBuffers=5
export IMPL_clk_pin_slew_ns=0.08
export IMPL_crit_path_end_kind="flip-flop"
export IMPL_rows=31
export IMPL_cts_tree="done"
export IMPL_synth_area_yosys_mm2=0.00225
export IMPL_cp_max_fo=19
export IMPL_outcome="finished, final reports clean"
export IMPL_cellPowerDensity_mw_per_mm2=341
export IMPL_finalPower_w=0.000957
export IMPL_cts_sinks=45
export IMPL_seqPwrFrac_pct=50.5
export IMPL_drc_errors=0
export IMPL_power_internal_w=0.000687
export IMPL_gp_congestion=0.772
export IMPL_arrival_ns=3.27
export IMPL_reg2reg_setup_slack_ns=2.20
export IMPL_max_slew_margin_pct=43.9
export IMPL_drtIter0Drc=66
export IMPL_grt_start_max_net_pins=46
export IMPL_crit_required_ns=4.85
export IMPL_rr_startpoint="bit_time_count[14]"
export IMPL_dr_pass1_iters=4
export IMPL_final_cell_mix="clkdlybuf4s50_1, dfrtp_1, nor2_1, xor2_1, xnor2_1"
export IMPL_die_size_y_um=88.6
export IMPL_tightest_slew_ns=0.842
export IMPL_ctsResizeCount=0
export IMPL_postRouteAntennaNets=0
[how the worst max path moves through the flow]
stage / start / end / slack, ns / cells past startpoint
CTS: k[16] / bit_time_count[18] / 1.58 / 6
global route: k[16] / bit_time_count[18] / 1.39 / 6
finish: k[3] / bit_time_count[7] / 1.58 / 6
[area by class of cell]
| type | instances | area [µm²] |
|---|---|---|
| timing repair buffer | 35 | 348 |
| inverter | 9 | 33.8 |
| tap | 99 | 124 |
| multi-input combinational | 157 | 1040 |
| clock inverter | 2 | 38.8 |
| sequential | 45 | 1140 |
| clock buffer | 6 | 72.6 |
| fill | 726 | 4450 |
[per-stage QoR]
stage / setup slack, ns / util (%)
CTS: 1.58 / 38.6
global route: 1.39 / 38.6
floorplan: 2.39 / -
detailed placement: 1.24 / 37.1
finish: 1.58 / 38.6
global placement: 1.31 / 37.1
[cells by family after synthesis]
kind of cell             count (synthesis)  share of synthesized area [%]
AND-OR/OR-AND                           41                           11.5
XOR/XNOR                                43                           16.8
buffers and inverters                   16                           2.78
AND/OR/NAND/NOR                         69                           16.2
adder cells (fa/ha/maj)                  3                           1.56
flip-flops                              45                           50.8
multiplexers                             1                          0.445
[state kept, by name, indices dropped and copies added, names as in the netlist]
register / cells
TxRdy: 1
load_d1: 1
bit_time_count: 19
doit: 1
shift_out: 11
ldata: 8
bit_count: 4
[power groups by stage]
stage	Sequential (W)	Combinational (W)	Clock, W
CTS	0.000484	0.000189	0.000301
global route	0.000492	0.000210	0.000316
finish	0.000483	0.000185	0.000289
[cell usage after synthesis (2+ instances only)]
cell type | number | area, µm²
dfrtp_1 | 33 | 826
nor2_1 | 25 | 93.8
xor2_1 | 22 | 193
xnor2_1 | 21 | 184
nand3_1 | 15 | 75.1
o21ai_0 | 14 | 70.1
dfstp_2 | 12 | 315
a2bb2oi_1 | 9 | 78.8
a31oi_1 | 9 | 56.3
inv_1 | 8 | 30.0
nand2_1 | 8 | 30.0
a21oi_1 | 6 | 30.0
clkbuf_1 | 5 | 18.8
nor3_1 | 4 | 20.0
nor4_2 | 4 | 50.1
or3_1 | 3 | 18.8
and4_1 | 2 | 17.5
buf_2 | 2 | 10.0
ha_1 | 2 | 25.0
[worst min-delay path, stage by stage (launching register included)]
cell     delay, ns
dfstp_2       0.37
nand3_1       0.06
a21oi_1       0.05
[metal layers]
metal / track usage (%) / up-vias / wire length [µm]
met2: 19.2 / 39 / 1960
met5: 0 / - / 0
met1: 19.2 / 773 / 2120
li1: - / 823 / -
met3: 1.51 / 5 / 173
met4: 1.32 / 0 / 59
