### design/flow/run.sh
#!/bin/bash
# OpenROAD 26Q1-2900-gdf79404cd8, Yosys 0.63+post, stock flow scripts
make -C /OpenROAD-flow-scripts/flow DESIGN_CONFIG=/design/flow/config.mk WORK_HOME=/design/flow/orfs finish
### design/flow/config.mk
export PLATFORM = sky130hd
export DESIGN_NAME = receiveEngine
export DESIGN_NICKNAME = receiveEngine
export VERILOG_FILES = /design/flow/design.v
export SDC_FILE = /design/flow/constraint.sdc
export NUM_CORES = 4
export LEC_CHECK = 1
export CORE_UTILIZATION = 40
### design/flow/constraint.sdc
current_design receiveEngine

set clk_period 3.9
set clk_io_pct 0.2

create_clock -name clk0 -period $clk_period [get_ports {clk}]

set non_clock_inputs [all_inputs -no_clocks]
set_input_delay [expr $clk_period * $clk_io_pct] -clock clk0 $non_clock_inputs
set_output_delay [expr $clk_period * $clk_io_pct] -clock clk0 [all_outputs]
### design/flow/design.v
`timescale 1ns / 1ps
module receiveEngine(clk, rst, Rx, eight, pen, reads0, even, k,RxRdy, perr, ferr, ovf, data);
    input clk, rst, Rx, eight, pen, reads0, even;
    input [18:0] k;
    output reg RxRdy, perr, ferr, ovf;
    output [7:0] data;
    wire btu, done, shift, overflow, stop_bit, parity;
    reg start, doit, parity_gen, parity_gen_sel, parity_bit_sel,stop_bit_sel;
    reg [1:0] pstate, nstate;
    reg [3:0] bit_count, bit_counter, bits;  
    reg [9:0] shift_out, combo_out;
    reg [18:0] bit_time_count, bit_time_counter, bit_time; 
    always @ (posedge clk, posedge rst)
     begin
        if (rst)
          pstate <= 2'b00;
        else 
          pstate <= nstate;
      end
      always @ (*)
        begin
         case (pstate)
            0: begin
              {start, doit} = 2'b00;
              if(Rx)
               nstate = 0;
              else
               nstate = 1;
              end
              1: begin
              {start, doit} = 2'b11;
              if (Rx)
                nstate = 0;else
              if (~Rx && btu)
                nstate = 1;
              else
                nstate = 2; 
              end
              2: begin 
                 {start, doit} = 2'b01;
                 if (done)
                   nstate = 0;
                 else
                    nstate = 2;
                 end
                default: begin    
                    {start, doit} = 2'b00;
                    nstate = 2'b00;
                    end
           endcase    
         end
 always @ (*)
   begin  
     if (start)  
       bit_time = k >> 1; 
     else  
       bit_time = k;  
     end  
  assign btu = (bit_time_count == bit_time);
  assign shift = btu & ~start;
  always @(posedge clk, posedge rst)
   begin
        if(rst)
           bit_time_count <= 0;
        else
           bit_time_count <= bit_time_counter;
   end  
    always @(*)
      begin
        case ({doit,btu})
         0: bit_time_counter = 0;
         1: bit_time_counter = 0;
         2: bit_time_counter = bit_time_count + 1;
         3: bit_time_counter = 0;
       endcase  
     end           
    always @ (*)
        begin
            case ({eight,pen})
                0: bits = 9;
                1: bits = 10;
                2: bits = 10;
                3: bits = 11;
                default: bits = 9;
             endcase
          end   
 assign done = (bit_count == bits);    
 always @(posedge clk, posedge rst)
    begin
        if(rst)
            bit_count <= 0;
        else
            bit_count <= bit_counter;
     end
 always @(*)    
    begin       
        case ({doit,btu})
            0: bit_counter = 0;
            1: bit_counter = 0;
            2: bit_counter = bit_count;
            3: bit_counter = bit_count + 1;    
        endcase
    end
 always @(posedge clk, posedge rst)
    begin
        if (rst)
            shift_out <= 10'b0; else
        if (shift)
            shift_out <= {Rx, shift_out[9:1]};
        else
            shift_out <= shift_out;
        end
always @(*) 
    begin
       case ({eight, pen}) 
        0: combo_out = shift_out >> 2;  
        1: combo_out = shift_out >> 1;  
        2: combo_out = shift_out >> 1;  
        3: combo_out = shift_out;  
       endcase  
     end
 assign data = combo_out [6:0];  
 always @(*)
    begin
        if (eight)
          parity_gen_sel = combo_out[7]; 
        else
          parity_gen_sel = 0;
     end
 always @(*)
    begin
       if (eight) 
            parity_bit_sel = combo_out[8];
       else
            parity_bit_sel = combo_out[7];
       end
  always @(*)     
    begin
        case ({eight, pen})
            0: stop_bit_sel = combo_out[7];
            1: stop_bit_sel = combo_out[8];
            2: stop_bit_sel = combo_out[8];
            3: stop_bit_sel = combo_out[9]; 
        endcase
     end               
 always @(posedge clk, posedge rst)
    begin
       if(rst)     
            RxRdy <= 0;else
       if(done)
            RxRdy <= 1;else
       if(reads0)
            RxRdy <= 0;
       else
            RxRdy <= RxRdy;
     end
 always @(*)
    begin
        if (even)
            parity_gen = parity_gen_sel;
        else    
            parity_gen = ~parity_gen_sel;
    end
 assign parity = (parity_gen ^ parity_bit_sel) & pen & done;       
 always @ (posedge clk, posedge rst)  
    begin
         if (rst) 
            perr <= 0; else
         if (parity)
             perr <= 1; else
         if (reads0)
             perr <= 0;
         else   
             perr <= perr;
     end     
 assign stop_bit = done & ~stop_bit_sel;
 always @ (posedge clk, posedge rst)
    begin    
          if (rst)
            ferr <= 0; else
          if (stop_bit)
            ferr <= 1; else  
          if (reads0)
            ferr <= 0;    
          else
            ferr <= ferr;
     end       
  assign overflow = RxRdy & done;
  always @ (posedge clk, posedge rst)
    begin
        if (rst)
            ovf <= 0; else
        if (overflow)
            ovf <= 1; else
        if (reads0)
            ovf <= 0;
        else      
            ovf <= ovf;
     end
endmodule
==> impl_table.tex <==
% Auto-generated results table
\begin{tabular}{lr}
\hline
Metric & Value \\
\hline
\multicolumn{2}{l}{\textbf{Final layout}} \\
Fraction of layout instances using a drive strength above 1 & 0.0963 \\
Non-filler instance count after layout & 376 \\
Area delta synth->final & 19.5\% \\
Dominant logic cell types in the final layout & sky130\_fd\_sc\_hd\_\_dfrtp\_1 (39), sky130\_fd\_sc\_hd\_\_clkdlybuf4s50\_1 (36), sky130\_fd\_sc\_hd\_\_xnor2\_1 (27), sky130\_fd\_sc\_hd\_\_nor2\_1 (27), sky130\_fd\_sc\_hd\_\_nand2\_1 (17) \\
Leading cell type in the layout, fill and taps excluded & sky130\_fd\_sc\_hd\_\_dfrtp\_1 \\
Final instance area & 3080 um\^{}2 \\
Final core utilization & 0.508 \\
\multicolumn{2}{l}{\textbf{Detailed routing}} \\
Number of detailed-routing iterations run before antenna repair & 4 \\
Routed wire length per instance & 13.6 um \\
Count of vias placed by the detailed router & 1952 \\
Routed Antenna Nets & 0 \\
Total length of routed wires & 5100 um \\
Remaining routing DRC violations & 0 \\
Post-detailed-route via-to-cell ratio & 5.19 \\
Number of violations reported at the end of detailed-routing iteration 0 & 77 \\
Count of antenna diodes in the layout & 0 \\
\multicolumn{2}{l}{\textbf{Synthesis}} \\
Synthesis Warnings & 1 \\
Most instantiated flip-flop cell in the synthesis netlist & sky130\_fd\_sc\_hd\_\_dfrtp\_1 \\
Count of mapped cells out of synthesis & 268 \\
Synthesized area per cell & 9.62 um\^{}2 \\
Number of cells in Yosys stat & 268 \\
Summed standard-cell area reported by yosys & 2580 um\^{}2 \\
EDFF count, synth & 0 \\
Post-synth regs & 40 \\
Post-synthesis async set-or-reset flop share & 1.00 \\
Post-Syn Area & 2580 um\^{}2 \\
Fraction of the yosys area taken by sequential cells & 0.389 \\
Distinct cell type count after synthesis & 54 \\
\multicolumn{2}{l}{\textbf{Placement}} \\
Count of buffers from port buffering & 36 \\
Placed standard-cell area & 2960 um\^{}2 \\
Final weighted congestion in routability-driven placement & 0.844 \\
Post-Place Worst Slack & 402 ps \\
Detail Placement HPWL & 3650 um \\
Placed Instances & 368 \\
\multicolumn{2}{l}{\textbf{Floorplanning}} \\
Floorplan utilization & 0.425 \\
Row cnt & 28 \\
Number of top-level design ports & 38 \\
Core area & 6060 um\^{}2 \\
DIE AREA & 6770 um\^{}2 \\
Chip width & 82.3 um \\
Vertical die size & 82.3 um \\
\multicolumn{2}{l}{\textbf{Final timing}} \\
Actual transition at the worst max-transition pin & 670 ps \\
Minimum period implied by the final worst setup slack & 3510 ps \\
Count of final setup violators & 0 \\
Post-route clock skew & 4.95 ps \\
Final Hold Vio Count & 0 \\
Final worst path period share & 0.899 \\
Number of slew-limit violations in the final report & 0 \\
Hold slack & 499 ps \\
Sum of negative setup slack & 0 ps \\
Unrepaired setup endpoints after global routing & false \\
Final worst setup slack & 395 ps \\
Maximum clock rate & 285 MHz \\
Slew headroom & 0.554 \\
\multicolumn{2}{l}{\textbf{Worst setup path}} \\
Slowest cell delay on critical path & 520 ps \\
Startpoint-to-endpoint class of the critical path & in2out \\
Total buffers and inverters traversed by the critical path & 3 \\
Worst-path cell chain & clkdlybuf4s50\_1 -> inv\_1 -> ha\_1 -> a22oi\_1 -> o21ai\_0 -> clkdlybuf4s50\_1 \\
Arrival time reported for the critical path endpoint & 2730 ps \\
CP Max Fanout & 13 \\
Category of the worst setup path capture point & output port \\
Nature of the critical path startpoint & input pin \\
Delay-heaviest family, CP & buffers and inverters \\
Cell with the largest stage delay on the worst path & sky130\_fd\_sc\_hd\_\_clkdlybuf4s50\_1 \\
Critical path data required time & 3120 ps \\
Most used cell along the critical path & sky130\_fd\_sc\_hd\_\_clkdlybuf4s50\_1 \\
\multicolumn{2}{l}{\textbf{Global routing}} \\
GRT Util Overall & 0.172 \\
Initial antenna violation count & 0 \\
Maximum number of pins on one net before global-route repair & 41 \\
Residual overflow from global routing & 0 \\
Wire length of the first global-routing pass & 8760 um \\
Number of global-route vias before repair & 1754 \\
\multicolumn{2}{l}{\textbf{CTS}} \\
Clock slew seen by the registers of the worst setup and hold paths & 80 ps \\
Clk root buf & sky130\_fd\_sc\_hd\_\_clkbuf\_8 \\
CTS sink cnt & 40 \\
Resize count post-CTS & 0 \\
Post-CTS setup buffers & 0 \\
Number of buffers inserted by hold repair at cts & 0 \\
Clock insertion delay at the later pin of the skew report & 290 ps \\
TritonCTS clock tree & yes \\
Bufs on Longest Clock Path & 2 \\
CTS H-tree depth & 2 \\
Inserted Clock Buffers & 5 \\
\multicolumn{2}{l}{\textbf{Pwr}} \\
Total Power Consumption & 853 uW \\
Leakage power total & 1.19 nW \\
IR drop worst, VDD & 0.000172 V \\
Pwr/cell area & 277 nW/um\^{}2 \\
\multicolumn{2}{l}{\textbf{Hold path}} \\
Worst min-delay path class & reg2reg \\
\multicolumn{2}{l}{\textbf{Job}} \\
Number of max-capacitance violations reported & 0 \\
Warning total across the stage logs & 26 \\
\multicolumn{2}{l}{\textbf{Outcome}} \\
Outcome & completed \\
\hline
\end{tabular}
final cells by class:
class	count	area (um^2)
Fill cell	554	2980
Multi-Input combinational cell	199	1420
Sequential cell	40	1000
Timing Repair Buffer	39	383
Tap cell	75	93.8
Clock buffer	6	82.6
Inverter	15	56.3
Clock inverter	2	38.8
cells in the mapped netlist, types with 2 or more instances:
cell type	n	area share
sky130_fd_sc_hd__o22ai_1	2	0.0049
sky130_fd_sc_hd__clkbuf_2	2	0.0039
sky130_fd_sc_hd__a22oi_1	8	0.023
sky130_fd_sc_hd__or4_1	2	0.0058
sky130_fd_sc_hd__ha_1	4	0.019
sky130_fd_sc_hd__o2111ai_1	2	0.0068
sky130_fd_sc_hd__nand4_1	6	0.015
sky130_fd_sc_hd__nand3b_1	2	0.0058
sky130_fd_sc_hd__nand2b_1	3	0.0073
sky130_fd_sc_hd__dfrtp_1	39	0.38
sky130_fd_sc_hd__o21ai_0	16	0.031
sky130_fd_sc_hd__mux2_2	9	0.039
sky130_fd_sc_hd__nand2_1	17	0.025
sky130_fd_sc_hd__and4_1	2	0.0068
sky130_fd_sc_hd__nor2b_1	4	0.0097
sky130_fd_sc_hd__inv_1	15	0.022
sky130_fd_sc_hd__clkbuf_1	6	0.0087
sky130_fd_sc_hd__a21oi_1	6	0.012
sky130_fd_sc_hd__mux2i_1	14	0.054
sky130_fd_sc_hd__nor2_1	27	0.039
sky130_fd_sc_hd__buf_4	2	0.0058
sky130_fd_sc_hd__a31oi_1	2	0.0049
sky130_fd_sc_hd__nand3_1	7	0.014
sky130_fd_sc_hd__xor2_1	11	0.037
sky130_fd_sc_hd__xnor2_1	27	0.092
sky130_fd_sc_hd__nor3_1	3	0.0058
sky130_fd_sc_hd__and3_1	3	0.0073
report_power, final:
part | leakage, nW | internal, mW | switching, mW
Clock | 0.0614 | 0.209 | 0.153
Sequential | 0.555 | 0.414 | 0.00000180
Combinational | 0.574 | 0.0382 | 0.0382
per-layer routing:
layer / part of all wire / vias up / GRT usage
li1: - / 1001 / -
met1: 0.52 / 908 / 0.283
met2: 0.43 / 39 / 0.258
met3: 0.037 / 4 / 0.0245
met4: 0.0051 / 0 / 0.0158
met5: 0 / - / 0
cells by family (layout without fill, tap and decap cells):
| kind of cell | Yosys count | in the layout | synth area share |
|---|---|---|---|
| simple gates | 85 | 85 | 0.177 |
| compound gates | 47 | 47 | 0.128 |
| flops | 40 | 40 | 0.389 |
| xor+xnor | 38 | 38 | 0.129 |
| buf+inv | 29 | 62 | 0.0592 |
| mux | 24 | 24 | 0.0980 |
| fa+ha+maj | 4 | 4 | 0.0194 |
| other cells | 1 | 1 | 0.00145 |
path summary, 6_finish.rpt:
kind | cells after the start | endpoint | startpoint | slack, ps
max in group asynchronous | 3 | pstate[0]$_DFF_PP1_ | rst | 2620
min reg2reg | 2 | pstate[0]$_DFF_PP1_ | pstate[1]$_DFF_PP0_ | 500
min | 2 | pstate[0]$_DFF_PP1_ | pstate[1]$_DFF_PP0_ | 500
max reg2reg | 7 | bit_count[2]$_DFFE_PP0P_ | pstate[2]$_DFF_PP0_ | 1030
max | 6 | data[1] | eight | 390
min in group asynchronous | 3 | shift_out[2]$_DFFE_PP0P_ | rst | 910
tightest hold or removal path, cell delays in order, from the launching register on:
cell	delay, ps
sky130_fd_sc_hd__dfrtp_1	400
sky130_fd_sc_hd__nand2_1	60
sky130_fd_sc_hd__nand2_1	40
flip-flops by register name (all words and copies together), names as in the netlist:
signal          cells
ferr                1
pstate              3
ovf                 1
bit_count           4
RxRdy               1
shift_out          10
bit_time_count     19
perr                1
Power is estimated from default activity; no workload was simulated.
