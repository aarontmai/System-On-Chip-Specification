===== /design/flow/design.v =====
`timescale 1ns / 1ps
module baud_decoder(baud, k);
input [3:0] baud;
output reg [18:0] k;
   always@(*)
    begin
      case (baud)
         4'b0000: k = 19'd333333;
         4'b0001: k = 19'd83333;
         4'b0010: k = 19'd41667;
         4'b0011: k = 19'd20833;
         4'b0100: k = 19'd10417;
         4'b0101: k = 19'd5208;
         4'b0110: k = 19'd2604;
         4'b0111: k = 19'd1736;
         4'b1000: k = 19'd868;
         4'b1001: k = 19'd434;
         4'b1010: k = 19'd217;
         4'b1011: k = 19'd109;
         default: k = 19'd333333;
      endcase
    end
endmodule

===== /design/flow/config.mk =====
export PLATFORM = sky130hd
export DESIGN_NAME = baud_decoder
export DESIGN_NICKNAME = baud_decoder
export VERILOG_FILES = /design/flow/design.v
export SDC_FILE = /design/flow/constraint.sdc
export NUM_CORES = 4
export LEC_CHECK = 1
export CORE_AREA = 10 10 70 70
export DIE_AREA = 0 0 80 80

===== /design/flow/constraint.sdc =====
current_design baud_decoder

set clk_period 1.5
set clk_io_pct 0.2

create_clock -name clk0 -period $clk_period

set non_clock_inputs [all_inputs -no_clocks]
set_input_delay [expr $clk_period * $clk_io_pct] -clock clk0 $non_clock_inputs
set_output_delay [expr $clk_period * $clk_io_pct] -clock clk0 [all_outputs]

===== /design/flow/run.sh =====
#!/bin/bash
# OpenROAD 26Q1-2900-gdf79404cd8, Yosys 0.63+post, stock flow scripts
make -C /OpenROAD-flow-scripts/flow DESIGN_CONFIG=/design/flow/config.mk WORK_HOME=/design/flow/orfs finish

==> out/results.txt <==
GRT Residual Overflow: 0
std cell rows: 21
Die ar.: 6400 um^2
Ys Warns: 1
floorplan utilization: 11.54%
final instance area: 898.4 um^2
Area growth syn-to-layout: 127.9%
register area: 0 um^2
I/O pin total: 23
first-pass GRT wire length: 2601 um
Sw Share: 42.39%
pre-CTS setup slack: -0.7330 ns
share of cells above drive strength 1: 65.98%
most common cell after layout, fill and taps aside: buf_4
Finished Layout Cells: 143
post-synthesis area per instance: 7.166 um^2
P_int: 0.1415 mW
Log Warnings: 37
I/O Buffers: 22
vias in the first global route: 513
Comb power frac: 100.0%
worst path required time: 1.20 ns
Worst Setup SP: baud[0]
Max FO, Critical Path: 4
final setup fails: 0
initial antenna violation count: 0
arrival time at the worst endpoint: 1.16 ns
Worst Hold Path Cells: 4
hold slack final: 1.038 ns
# Cells Yosys: 55
Fill cells: 370
hold_sp: baud[1]
antenna viol nets, final: 0
vias: 524
P_leak: 0.4192 nW
Diodes inserted: 0
Tcrit/Tclk final: 97.42%
Placed Cells: 133
Yosys Chip Area: 394.1 um^2
Worst setup SP type: primary input
HPWL after detailed placement: 1200 um
post-synthesis cell count: 55
status: finished clean
clkbuf count: 0
chip height: 80 um
maximum VDD drop: 0.1451 mV
routed len/inst: 12.32 um
synthesized cell area: 394.1 um^2
Clk pwr share: 0%
PnR worst setup slack: 0.03865 ns
crit path kind: in -> out
crit end category: primary output
gpl congestion: 0.7468
Hold Path Class: in -> out
PwrDens: 273.5 nW/um^2
First DRT Iteration DRCs: 14
Total Routing Usage GR: 4.964%
Post-Route WL: 1762 um
first drt pass iteration count: 3
Placed Instance Area: 732.0 um^2
Max Freq: 0.6843 GHz
Top Layout Cells: buf_4 (16), buf_2 (10), buf_6 (10)
Yosys cell types: 24
Max-Cap Viols: 0
Min-Delay Endpoint: k[8]
register share after synthesis: 0%
Fin. Hold Viols: 0
Avg Vias per Cell: 3.664
Die X: 80 um
final max-slew violation count: 0
DR DRC count: 0
largest net degree at the start of global routing: 11
Psw: 0.1041 mW
# hold bufs at CTS: 0
core area: 3416 um^2
fin crit period: 1.461 ns
Flops: 0
Flop pwr share: 0%
==> timing repair <==
item,in CTS,in global routing
setup buffers,10,1
gates resized,88,15
setup endpoints to repair,18,11
cloned,1,0
endpoints found under the hold margin,0,0
pin swaps,11,7
==> metrics by stage <==
stage / utilization, % / total power [mW] / setup TNS (ns)
after floorplan: - / 0.08191 / 0
after global placement: 21.43 / 0.2041 / -11.08
after detailed placement: 21.43 / 0.2045 / -11.01
after CTS: 25.71 / 0.2338 / 0
after global routing: 26.30 / 0.2689 / -0.03085
final: 26.30 / 0.2457 / 0
==> synth_stat cells, drive strengths merged <==
cell	n	area, um^2
ha	6	75.07
o22a	1	8.760
conb	1	3.750
buf	5	52.55
inv	2	7.510
nor2b	1	6.260
o22ai	2	18.77
nand2b	3	18.77
nand2	6	22.52
a21oi	2	13.76
a211o	1	8.760
nor2	8	30.03
and2	1	6.260
mux2i	3	30.03
and2b	1	10.01
o21ai	8	40.04
o31ai	1	12.51
or2	1	8.760
a211oi	2	20.02
==> power groups by stage <==
stage	clock network (mW)	logic, mW	registers (mW)
final	0	0.246	0
after global routing	0	0.269	0
after CTS	0	0.234	0
==> cell type report <==
type / count / area (um^2) / share of cell area, %
inverters: 2 / 15.01 / 1.671
well taps: 46 / 57.56 / 6.407
multi-input cells: 48 / 451.7 / 50.28
repair buffers: 47 / 374.1 / 41.64
==> layer usage <==
layer	track usage, %	vias up	share of wire (%)
li1	-	271	-
met1	7.119	238	51
met2	8.266	13	45
met3	0.4545	2	3.0
met4	0	0	0.79
met5	0	-	0
==> worst max-delay path, stage by stage <==
cell	delay, ns
buf_6	0.09
inv_6	0.04
buf_4	0.13
ha_4	0.26
buf_4	0.14
o21ai_2	0.10
buf_2	0.10
==> worst max path at each step <==
stage | to | slack [ns] | cells past startpoint
4_1_cts | k[14] | 0.002 | 6
5_1_grt | k[4] | -0.03 | 7
6_report | k[12] | 0.04 | 7
==> cells by family (layout without fill, tap and decap cells) <==
| logic type | Yosys count | count (layout) | synth area share [%] |
|---|---|---|---|
| AND-OR/OR-AND | 17 | 17 | 31.11 |
| adder cells (fa/ha/maj) | 6 | 6 | 19.05 |
| buffers and inverters | 7 | 49 | 15.24 |
| multiplexers | 3 | 3 | 7.619 |
| other | 1 | 1 | 0.9515 |
| AND/OR/NAND/NOR | 21 | 21 | 26.03 |
Power is estimated from default activity; no workload was simulated.
